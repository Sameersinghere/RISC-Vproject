==> flow/design.v <==
module msrv32_pc (
    input rst_in,
    input [1:0] pc_src_in,
    input [31:0] epc_in,
    input [31:0] trap_address_in,
    input branch_taken_in,
    input [31:0] iaddr_in,
    input ahb_ready_in,
    input [31:0] pc_in,
    output [31:0] iaddr_out,
    output [31:0] pc_plus_4_out,
    output [31:0] misaligned_instr_out,
    output [31:0] pc_mux_out
);
    parameter BOOT_ADDRESS = 32'h00000000;   
    wire [31:0] pc_plus_4;
    wire [31:0] iaddr_concat;
    wire [31:0] mux_select[3:0];   
    assign pc_plus_4 = pc_in + 32'h0000_0004;
    assign iaddr_concat = {iaddr_in[31:1], 1'b0};
    assign mux_select[0] = (rst_in) ? BOOT_ADDRESS : ((branch_taken_in && !ahb_ready_in) ? iaddr_concat : pc_plus_4);
    assign mux_select[1] = epc_in;
    assign mux_select[2] = trap_address_in;
    assign mux_select[3] = iaddr_concat;
    assign misaligned_instr_out = branch_taken_in && pc_in[0];
    always @(pc_src_in) begin
        case(pc_src_in)
            2'b00: pc_mux_out = mux_select[0];
            2'b01: pc_mux_out = mux_select[1];
            2'b10: pc_mux_out = mux_select[2];
            2'b11: pc_mux_out = mux_select[3];
            default: pc_mux_out = 32'h0000_0000;   
        endcase
    end
    assign iaddr_out = (rst_in) ? BOOT_ADDRESS : ((ahb_ready_in) ? pc_mux_out : BOOT_ADDRESS);
    assign pc_plus_4_out = pc_plus_4;
endmodule
==> flow/run.sh <==
#!/bin/bash
# OpenROAD 26Q1-2900-gdf79404cd8, Yosys 0.63+post, stock flow scripts
make -C /OpenROAD-flow-scripts/flow DESIGN_CONFIG=/design/flow/config.mk WORK_HOME=/design/flow/orfs finish
==> flow/config.mk <==
export PLATFORM = sky130hd
export DESIGN_NAME = msrv32_pc
export DESIGN_NICKNAME = msrv32_pc
export VERILOG_FILES = /design/flow/design.v
export SDC_FILE = /design/flow/constraint.sdc
export NUM_CORES = 4
export LEC_CHECK = 1
export CORE_AREA = 10 10 110 110
export DIE_AREA = 0 0 120 120
==> flow/constraint.sdc <==
current_design msrv32_pc

set clk_period 6.7
set clk_io_pct 0.2

create_clock -name clk0 -period $clk_period

set non_clock_inputs [all_inputs -no_clocks]
set_input_delay [expr $clk_period * $clk_io_pct] -clock clk0 $non_clock_inputs
set_output_delay [expr $clk_period * $clk_io_pct] -clock clk0 [all_outputs]
==> flow_summary.toml <==
# generated from flow reports
[setup_path]
cp-start-kind = "primary input"
crit_chain = "clkdlybuf4s50_1 -> ha_1 -> nand4_2 -> or4_4 -> or3_4 -> a31o_1 -> a21oi_2 -> clkdlybuf4s50_1"
critPathRequiredTime_ns = 5.36
path_delay_family = "simple AND/OR/NAND/NOR gates"
path_max_fanout = 9
critPathMaxStageDelay_ns = 0.65
slowest_stage = "or4_4"
arrival_ns = 4.34
critPathCaptureType = "output pin"
crit_type = "in2out"
cp.buffers_inverters = 2
crit_top_cell = "clkdlybuf4s50_1"
crit_start = "pc_in[2]"

[routing]
dr_wl_met2_um = 7321
drc_errors = 0
wl_per_cell_um = 21.22
maxUsedRoutingLayer = "met4"
via_per_inst = 5.020
vias = 3564
wl_met1_um = 6407
drtIter0Drc = 251
n_antenna_cell = 0
ant_nets = 0
totalWireLength_um = 15070
dr_wl_met3_um = 1284
first_pass_iters = 7

[floorplanning]
die_w_um = 120
row_count = 36
fp-utilization_pct = 25.27
boundaryPins = 261
die_h_um = 120
fp.coreArea_um2 = 9774
dieArea_um2 = 14400

[clock_network]
cts_resized = 0
cts_setup_buffers = 0
hold_buffers = 0

[power]
vdd.ir_drop.worst_v = 0.00002327
switching_share_pct = 36.30
p_int_w = 0.0001798
comb_power_share_pct = 100.0
p_clk_share_pct = 0
powerDensity_nw_per_um2 = 59.20
power_w = 0.0002823
p_seq_share_pct = 0
p_switching_w = 0.0001025
p_leak_nw = 1.773

[yosys]
avgSynthCellArea_um2 = 6.748
ys_types = 51
logic_family = "simple AND/OR/NAND/NOR gates"
yosys_warnings = 6
synth_cells = 366
ys_cells = 366
ys_sh_simple_pct = 32.42
compound_area_share_pct = 27.46
ys_area_um2 = 2470
synth_area_um2 = 2470
mux_area_share_pct = 16.51
adder_share_pct = 0.5066
synth_seq_share_pct = 0
xor_area_share_pct = 7.801

[layout]
ff_latch_area_um2 = 0
lay_top_cells = "227 x clkdlybuf4s50_1, 37 x nand2_1, 31 x conb_1"
area_delta_synth_final_pct = 93.06
fin_util_pct = 48.78
flops = 0
drive_gt1_share_pct = 9.705
layout_top_cell = "clkdlybuf4s50_1"
nClkBuffers = 0
finalNonFillerCells = 710

[placed_design]
place.gp.congestion = 0.9395
io_buffers = 229
placedCellCount = 710
hpwlAfterDp_um = 12540

[status]
outcome = "complete, no violations"

[final_timing]
rsz0062_at_grt = "false"
min_period_ns = 5.680
drv_slew = 0
slew_headroom_pct = 60.49
finalSetupTns_ns = 0
final-setup-viol-count = 0
fmax_mhz = 176.1
tightest_slew_ns = 0.5904
period_used_pct = 84.77
hold_violations = 0

[hold_path]
hp-class = "in2out"
min-delay-start = "pc_in[1]"

[grt]
antenna_found_initial = 0
overflow = 0
grt_max_degree = 37
grt_pass1_vias = 3629
grt_pass1_wl_um = 22090
grtUsageTotal_pct = 19.26

[run]
drv_cap = 0
tool_warnings = 33
==> per-stage QoR <==
stage	setup WS, ns	hold WS [ns]	area, um^2
after floorplan	2.272	2.689	2582
after global placement	1.053	3.521	4768
after detailed placement	1.032	3.513	4768
after CTS	1.032	3.519	4768
after global routing	0.8283	3.561	4768
final	1.020	3.516	4768
==> logic make-up (layout without fill, tap and decap cells) <==
kind of cell | count (synthesis) | count (layout)
adder cells (fa/ha/maj) | 1 | 1
other | 1 | 31
multiplexers | 37 | 37
AND/OR/NAND/NOR | 144 | 144
AND-OR/OR-AND | 97 | 97
buffers and inverters | 64 | 245
XOR/XNOR | 22 | 22
==> worst paths after layout <==
check,endpoint,slack (ns),depth (start not counted)
min,pc_plus_4_out[1],3.52,2
max,iaddr_out[26],1.02,8
==> power by group through the flow <==
stage	Sequential [W]	Combinational [W]	Clock, W
global route	0	0.000305	0
finish	0	0.000282	0
CTS	0	0.000286	0
==> layer usage <==
metal / vias to the layer above / track usage [%]
li1: 1756 / -
met1: 1630 / 24.25
met2: 174 / 33.73
met3: 4 / 5.236
met4: 0 / 0.6787
met5: - / 0
==> Yosys cell counts, drive strengths merged, types with 11 or more instances <==
cell type	instances	share of area (%)
nand3	22	4.5
nand4	16	4.6
a21oi	21	4.4
and2	11	2.8
clkbuf	16	2.4
nand2	37	5.6
a22oi	17	5.2
o21ai	18	3.6
mux2	30	14
buf	42	12
nor2	11	1.7
xnor2	14	5.0
==> final cells by class <==
class / count / area [um^2]
well taps: 133 / 166.4
multi-input cells: 332 / 2222
fillers: 970 / 5006
inverters: 6 / 22.52
repair buffers: 239 / 2357
No activity file was given, so power comes from the tool's default toggle rates.
