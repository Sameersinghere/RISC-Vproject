`flow/design.v`:
```
module msrv32_integer_file (
    input ms_riscv32_mp_clk_in,
    input ms_riscv32_mp_rst_in,
    input [4:0] rs1_addr_in,
    input [4:0] rs2_addr_in,
    input [4:0] rd_addr_in,
    input wr_en_in,
    input [31:0] rd_in,
    output reg [31:0] rs1_out,
    output reg [31:0] rs2_out
);
    reg [31:0] register_file [31:0];
    always @(posedge ms_riscv32_mp_clk_in or posedge ms_riscv32_mp_rst_in) begin
        if (ms_riscv32_mp_rst_in) begin
            for (integer i = 0; i < 32; i = i + 1) begin
                register_file[i] <= 32'b0;
            end
        end else if (wr_en_in && rd_addr_in != 5'b00000) begin
            register_file[rd_addr_in] <= rd_in;
        end
    end
    always @(*) begin
        if (wr_en_in && rs1_addr_in == rd_addr_in) 
            rs1_out = rd_in;
        else
            rs1_out = register_file[rs1_addr_in];
        if (wr_en_in && rs2_addr_in == rd_addr_in) 
            rs2_out = rd_in;
        else
            rs2_out = register_file[rs2_addr_in];
    end
endmodule
```
`flow/run.sh`:
```
#!/bin/bash
# OpenROAD 26Q1-2900-gdf79404cd8, Yosys 0.63+post, stock flow scripts
make -C /OpenROAD-flow-scripts/flow DESIGN_CONFIG=/design/flow/config.mk WORK_HOME=/design/flow/orfs finish
```
`flow/config.mk`:
```
export PLATFORM = sky130hd
export DESIGN_NAME = msrv32_integer_file
export DESIGN_NICKNAME = msrv32_integer_file
export VERILOG_FILES = /design/flow/design.v
export SDC_FILE = /design/flow/constraint.sdc
export NUM_CORES = 4
export LEC_CHECK = 1
export CORE_UTILIZATION = 50
```
`flow/constraint.sdc`:
```
current_design msrv32_integer_file

set clk_period 8.3
set clk_io_pct 0.2

create_clock -name clk0 -period $clk_period [get_ports {ms_riscv32_mp_clk_in}]

set non_clock_inputs [all_inputs -no_clocks]
set_input_delay [expr $clk_period * $clk_io_pct] -clock clk0 $non_clock_inputs
set_output_delay [expr $clk_period * $clk_io_pct] -clock clk0 [all_outputs]
```
==> impl_metrics.ini <==
; generated from flow reports
[clock_tree]
cts_sinks = 1024
clockRootBuffer = clkbuf_16
cts_resized = 0
cts_setup_buffers = 0
cts_buffers = 112
worst_skew_pair.late_latency_ns = 0.72
clk_path_buf_depth = 3
cts_max_level = 3
path_clk_slew_ns = 0.06
cts_hold_repair.buffers = 0
tritoncts = yes

[die]
dieArea_mm2 = 0.1060
initCoreUtil = 0.5051
fp.coreArea_mm2 = 0.1036
die_w_um = 325.6
die_h_um = 325.6
rows = 118
io_pins = 114

[finish]
final_cell_mix = dfrtp_1 (1024), mux2_2 (991), a22oi_1 (661)
lay_top_count = dfrtp_1
finish.instance_area_mm2 = 0.06015
drive_gt1_frac = 0.3440
fillCellCount = 8477
top_register = register_file
reg.largest.list = register_file: 1024 flops
largest_register_ffs = 1024
area_growth_pct = 14.90

[placement]
gp_congestion = 1.104
place_area_mm2 = 0.05620
place_hpwl_um = 181800
portBuffers = 113

[logic_synthesis]
syn_avg_cell_area_um2 = 11.49
yosys_area_mm2 = 0.05235
edf_count = 0
async_flop_share = 1.000
syn-instance-count = 4558
ys_types = 70
synth_flop_count = 1024
ys_cells = 4558
yosys_warnings = 2
syn_area_mm2 = 0.05235
flop_cell = dfrtp_1
ys_seq_share = 0.4895

[final_timing]
drv_slew = 0
timing.final.hold_violations = 0
setup_violations = 0
tns_ns = 0
rsz0062_at_grt = false
fmax_ghz = 0.1346
skew_ns = 0
relSlewSlack = 0.09801
post-route-min-period_ns = 7.432
min_period_over_period = 0.8954
tightest_slew_ns = 1.350

[setup_path]
cp_num_buf_inv = 3
cp_slowest_stage_delay_ns = 0.95
cp_data_required_time_ns = 6.64
crit_fanout = 35
startpoint_type = primary input
cp_cell_sequence = buf_2 > nand3_1 > nor2_4 > buf_4 > a221oi_1 > and3_1 > a31oi_1 > clkdlybuf4s50_1
critPathArrivalTime_ns = 5.77
crit_family = simple AND/OR/NAND/NOR gates
worstSetupEndpointType = output port
slowest_stage = nor2_4
critPathKind = in2out
r2r_slack_ns = 7.31

[routing]
antenna_left = 0
vias = 48100
drt_iter0_drc = 6761
avgRoutedWirePerCell_um = 47.74
drc = 0
drt_wl_total_um = 290900
drt_pre_antenna_iters = 14
viasPerCell = 7.892

[power]
static-leakage-power_uw = 0.02658
seqPwrFrac = 0.485
switching_share = 0.2963
comb_power_share = 0.145
p_int_uw = 10070
power_density_mw_per_mm2 = 237.8
ir_drop_mv = 0.2132
power.switching_uw = 4239
power_frac_clock = 0.370
p_total_uw = 14300

[grt]
grt_pass1_wl_um = 393600
antenna_found_initial = 23
overflow = 0
grtUsageTotal = 0.5737
grt_pass1_vias = 46130
grt_max_degree = 121

[outcome]
status = finished, final reports clean

[run]
warnings = 39
max-cap-violations = 0

[hold_path]
hp-class = reg2reg
synth_stat cells, drive strengths merged, types with 27 or more instances:
library cell | n | share of area
dfrtp | 1024 | 0.49
clkbuf | 289 | 0.021
nor2 | 110 | 0.0087
buf | 203 | 0.019
a221oi | 39 | 0.0065
and3 | 232 | 0.028
a22o | 47 | 0.0079
nand3 | 113 | 0.011
nor4 | 52 | 0.0062
or3 | 50 | 0.0060
mux2 | 997 | 0.21
a2111oi | 79 | 0.014
a21oi | 59 | 0.0056
a22oi | 661 | 0.095
nor3 | 27 | 0.0026
nand4 | 99 | 0.012
o21ai | 98 | 0.0094
nand2 | 150 | 0.011
per-stage QoR:
step | utilization | instances | setup slack (ns) | hold WS (ns)
floorplan | - | 4558 | -7.474 | 0.4374
global placement | 0.5423 | 5847 | 1.296 | 0.3747
detailed placement | 0.5423 | 5847 | 1.240 | 0.3780
CTS | 0.5794 | 6054 | 1.251 | 0.3913
global route | 0.5795 | 6057 | 1.056 | 0.4006
finish | 0.5804 | 6094 | 0.8684 | 0.3923
cell families (layout without fill, tap and decap cells):
logic type,after synthesis,in the layout,share of synthesized area
AOI/OAI and AO/OA,1077,1077,0.1520
buffers and inverters,508,624,0.04101
xor gates and xnor gates,10,10,0.001673
muxes,1008,1008,0.2166
and+or+nand+nor,931,931,0.09926
other,0,40,0
DFF,1024,1024,0.4895
layout make-up:
type / instances / area (µm²) / area share
Antenna cell: 40 / 100.1 / 0.001664
Tap cell: 1380 / 1727 / 0.02871
Clock buffer: 155 / 3176 / 0.05279
Timing Repair Buffer: 401 / 3518 / 0.05849
Clock inverter: 52 / 671.9 / 0.01117
Sequential cell: 1024 / 25620 / 0.4260
Inverter: 16 / 63.81 / 0.001061
Multi-Input combinational cell: 3026 / 25270 / 0.4201
path summary, 6_finish.rpt:
check                      cells after the start                  from               endpoint
setup / recovery                               8        rs2_addr_in[3]             rs2_out[6]
hold / removal                                 0  register_file[0][13]   register_file[0][13]
setup reg to reg                               1  register_file[1][14]   register_file[1][14]
hold reg to reg                                0  register_file[0][13]   register_file[0][13]
max in group asynchronous                      4  ms_riscv32_mp_rst_in   register_file[4][21]
min in group asynchronous                      2  ms_riscv32_mp_rst_in  register_file[30][30]
power by group through the flow:
| stage | registers, µW | logic, µW | clock network (µW) |
|---|---|---|---|
| 4_1_cts | 6870 | 2020 | 5290 |
| 6_report | 6940 | 2080 | 5290 |
| 5_1_grt | 7010 | 2180 | 5470 |
routing by layer:
layer  global-route usage  share of wire  vias to the layer above
li1                     -              -                    17640
met1               0.7227           0.34                    23930
met2               0.7120           0.38                     4842
met3               0.4172           0.19                     1657
met4               0.3328          0.088                       31
met5              0.05413         0.0020                        -
Power and IR drop assume default switching activity.
