File: config.mk
export PLATFORM = sky130hd
export DESIGN_NAME = imm_gen
export DESIGN_NICKNAME = imm_gen
export VERILOG_FILES = /design/flow/design.v
export SDC_FILE = /design/flow/constraint.sdc
export NUM_CORES = 4
export LEC_CHECK = 1
export CORE_AREA = 10 10 70 70
export DIE_AREA = 0 0 80 80
File: constraint.sdc
current_design imm_gen

set clk_period 2.0
set clk_io_pct 0.2

create_clock -name clk0 -period $clk_period

set non_clock_inputs [all_inputs -no_clocks]
set_input_delay [expr $clk_period * $clk_io_pct] -clock clk0 $non_clock_inputs
set_output_delay [expr $clk_period * $clk_io_pct] -clock clk0 [all_outputs]
File: design.v
module imm_gen (
    input [31:7] instr_in,          
    input [2:0] imm_type_in,        
    output [31:0] imm_out           
);
    wire [31:0] i_type = {instr_in[11:0], instr_in[11:0]};
    wire [31:0] s_type = {instr_in[11], instr_in[7:0], instr_in[31:25], instr_in[11]};
    wire [31:0] b_type = {instr_in[12], instr_in[10:5], instr_in[4:1], instr_in[11], instr_in[12]};
    wire [31:0] u_type = {instr_in[31:12], 12'b0};
    wire [31:0] j_type = {instr_in[20], instr_in[19:12], instr_in[11], instr_in[10:1], instr_in[20]};
    wire [31:0] csr_type = {instr_in[19:15], 27'b0};  
    always @(*) begin
        case(imm_type_in)
            3'b000: imm_out = i_type;
            3'b001: imm_out = s_type;
            3'b010: imm_out = b_type;
            3'b011: imm_out = u_type;
            3'b100: imm_out = j_type;
            3'b101: imm_out = csr_type;
            default: imm_out = 32'b0;
        endcase
    end
endmodule
File: run.sh
#!/bin/bash
# OpenROAD 26Q1-2900-gdf79404cd8, Yosys 0.63+post, stock flow scripts
make -C /OpenROAD-flow-scripts/flow DESIGN_CONFIG=/design/flow/config.mk WORK_HOME=/design/flow/orfs finish
==> ci_impl_report.md <==
## Implementation flow summary

| Metric | Value |
|---|---|
| Status | finished clean |
| Max Cap Violations | 0 |
| Final ANT Viol Nets | 0 |
| I/O pin count | 60 |
| Global route overflow | 0 |
| Tot GR Track Use | 0.0873 |
| Register area share after synthesis | 0 |
| RSZ-0062 raised after global routing | no |
| Required time worst endpoint | 1.60 ns |
| Clock buffers | 0 |
| Yosys stat area | 631 µm² |
| FMAX | 0.513 GHz |
| Sw Ratio | 0.349 |
| Clock power frac | 0 |
| Crit path time final | 1.95 ns |
| First-pass GRT wire length | 4.78 mm |
| VDD IR max | 0.0707 mV |
| Overall die width | 80 µm |
| Slew @ Worst Pin | 0.242 ns |
| Crit path DAT | 1.55 ns |
| Final max-slew violation count | 0 |
| Buffers and inverters on the worst path | 4 |
| Syn Inst Count | 87 |
| Die Y | 80 µm |
| Detailed router's first-iteration violation count | 8 |
| ANT cells | 0 |
| Slowest cell on crit path | or3b_4 |
| Slowest Stage Delay on Critical Path | 0.42 ns |
| Max-slew headroom | 0.837 |
| Yosys cell count | 87 |
| Final setup violation count | 0 |
| Tool warnings | 33 |
| GPL Wtd Cong | 0.746 |
| PortBufs | 60 |
| Sw power | 80.2 µW |
| Initial antenna violation count | 0 |
| Remaining DRCs | 0 |
| CP most frequent cell | buf_4 |
| Hold Crit Class | in2out |
| Worst-path fanout max | 4 |
| Ratio of cells with drive above 1 in the final layout | 0.283 |
| Total power | 230 µW |
| Sequential Area | 0 µm² |
| Pwr dens | 159 nW/µm² |
| Synth cell count leaders | 18 x nand3b_1, 8 x a21oi_1, 8 x nand2b_1 |
| Flop pwr share | 0 |
| Wirelength per Cell | 14.2 µm |
| Drt first pass iters | 4 |
| Critical-path cell list | buf_4 > buf_4 > or3b_4 > buf_4 > a21boi_2 > dlygate4sd2_1 |
| Crit end category | output port |
| Comb power frac | 1.000 |
| Hold buffer count at cts | 0 |
| Worst hold slack | 1.29 ns |
| Vias in the first global route | 981 |
| Core ar. | 3420 µm² |
| CP Launch Type | primary input |
| Fp_density | 0.185 |
| Cell variety after synth | 27 |
| Area growth, synth to finish | 129% |
| Largest net degree at the start of global routing | 20 |
| Post-Route WL | 2.91 mm |
| Ys Warns | 14 |
| LEAKAGE | 0.000708 µW |
| FP Rows | 21 |
| Top cell family by delay on the critical path | buffers and inverters |
| HPWL after detailed placement | 2.25 mm |
| Die area | 6400 µm² |
| Avg Inst Size Synth | 7.25 µm² |
| Vias | 908 |
| Critical path class | in2out |
| Post-Syn Area | 631 µm² |
| Vias per inst | 4.43 |
| Most common cell in the netlist | nand3b_1 |
| Top area cell types | nand3b_1 21%, a21boi_1 8.3%, nand2b_1 7.9% |
| Tcrit/Tclk final | 0.975 |
| Synth top area share | 0.214 |
| Int Power | 149 µW |
| Cell taking the most area after synthesis | nand3b_1 |
| Endpoints failing hold | 0 |
| Flip-flops | 0 |
-- metrics by stage --
step	cells	setup WS [ns]	instance area [µm²]	util	setup TNS, ns
2_1_floorplan	87	0.525	631	-	0
3_3_place_gp	199	-0.461	1340	0.393	-13.06
3_5_place_dp	199	-0.474	1340	0.393	-13.43
4_1_cts	205	-0.0979	1430	0.417	-0.0979
5_1_grt	205	0.00252	1440	0.423	0
6_report	205	0.0501	1440	0.423	0
-- cells in the final DEF, fill, tap and decap left out, types with 2 or more instances in the layout --
| master | count |
|---|---|
| clkdlybuf4s50_1 | 27 |
| dlygate4sd2_1 | 24 |
| nand3b_1 | 18 |
| buf_4 | 18 |
| nand2b_1 | 7 |
| a21oi_1 | 7 |
| a21boi_1 | 6 |
| buf_6 | 5 |
| dlymetal6s2s_1 | 5 |
| nor3b_2 | 4 |
| a21boi_2 | 4 |
| or3b_1 | 3 |
| nand3_1 | 3 |
| buf_2 | 3 |
| nor2_1 | 2 |
| nor4bb_1 | 2 |
| a211o_1 | 2 |
| mux2i_1 | 2 |
| and2_1 | 2 |
| a21oi_2 | 2 |
-- layout make-up --
type | count | area (µm²)
tap | 46 | 57.6
fill | 367 | 1970
multi-input combinational | 76 | 632
timing repair buffer | 83 | 754
-- repair_timing --
action,4_1_cts,5_1_grt
cloned,3,0
pin swaps,22,8
resized,61,11
buffers inserted,3,0
setup endpoints to repair,32,9
-- path summary, 6_finish.rpt --
check / from / end / slack, ns / depth (start not counted)
worst max-delay path: imm_type_in[0] / imm_out[17] / 0.05 / 6
worst min-delay path: imm_type_in[0] / imm_out[22] / 1.29 / 5
-- cells by family (layout without fill, tap and decap cells) --
family	after synthesis	count (layout)	synth area share
AND/OR/NAND/NOR	51	51	0.599
AND-OR/OR-AND	23	23	0.252
buffers and inverters	11	83	0.117
multiplexers	2	2	0.0317
-- metal layers --
metal	up-vias	track usage	share of wire	wire length, µm
met4	0	0	0	0
li1	471	-	-	-
met2	30	0.146	0.48	1380
met3	0	0.0386	0.11	313
met1	407	0.107	0.42	1210
met5	-	0	0	0
-- power groups by stage --
stage	Clock, µW	Combinational (µW)	Sequential [µW]
final	0	230	0
after CTS	0	234	0
after global routing	0	254	0
Power and IR drop assume default switching activity.
